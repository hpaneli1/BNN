### flow/run.sh
#!/bin/bash
# OpenROAD 26Q1-2900-gdf79404cd8, Yosys 0.63+post, stock flow scripts
make -C /OpenROAD-flow-scripts/flow DESIGN_CONFIG=/design/flow/config.mk WORK_HOME=/design/flow/orfs finish
### flow/config.mk
export PLATFORM = sky130hd
export DESIGN_NAME = single_convolution
export DESIGN_NICKNAME = single_convolution
export VERILOG_FILES = /design/flow/design.v
export SDC_FILE = /design/flow/constraint.sdc
export NUM_CORES = 4
export LEC_CHECK = 1
export CORE_UTILIZATION = 30
### flow/constraint.sdc
current_design single_convolution

set clk_period 4.4
set clk_io_pct 0.2

create_clock -name clk0 -period $clk_period [get_ports {clk}]

set non_clock_inputs [all_inputs -no_clocks]
set_input_delay [expr $clk_period * $clk_io_pct] -clock clk0 $non_clock_inputs
set_output_delay [expr $clk_period * $clk_io_pct] -clock clk0 [all_outputs]
### flow/design.v
`timescale 1ns / 1ps
module single_convolution #(
    parameter addressBitWidth = 16,
    parameter paramBitWidth = 16,
    parameter Filter_rows = 2,
    parameter Filter_Cols = 5
)(
    input clk,
    input reset,
    input startSingleConv,
    output reg [addressBitWidth-1:0] hm_address_img,
    output reg [addressBitWidth-1:0] vm_address_img,
    output reg DPDone,
    output reg VME
    );
reg VMS, HME, HMS;  
reg [2:0] start = 3'b000,S1 = 3'b001, S2 = 3'b010, S3 = 3'b011, stop = 3'b100;
reg [2:0] current_state, next_state;
    always @(posedge clk) begin
        if (HME) begin
            hm_address_img = hm_address_img + 1;
        end
        else if (reset || startSingleConv) begin
            hm_address_img <= 0;
        end
    end
    always @(posedge clk) begin
        if (reset || VMS || startSingleConv) begin
            vm_address_img <= 0;
        end
        else if (VME) begin
            vm_address_img <= vm_address_img + 1;
        end
    end
    always @(negedge clk) begin
        if (hm_address_img == Filter_rows-1 && vm_address_img == Filter_Cols-1) begin  
            HMS <= 1'b1;
        end
        else if (vm_address_img == Filter_Cols-1) begin
            VMS <= 1'b1;
        end
        else begin
            HMS <= 1'b0;
            VMS <= 1'b0;
        end
    end
    always @(posedge clk or posedge reset)begin
        if (reset) begin 
            current_state <= start;
        end
        else begin 
            current_state <= next_state;
        end
    end
    always @(*) begin
        case (current_state)
            start:begin
                if (!startSingleConv) begin 
                    next_state = start;
                end
                else begin 
                    next_state = S1;
                end
            end
            S1: begin
                if(HMS) begin
                    next_state = stop;
                end
                else begin
                    next_state = S1;
                end
            end
            stop: begin
              next_state = start;
            end
        endcase
    end
    always @(*) begin
        DPDone = 1'b0;  HME = 1'b0; VME = 1'b0;
        case (current_state)
            start:begin
            end
            S1: begin
                if (VMS) begin
                    HME = 1'b1;
                end
                else begin
                    VME = 1'b1;
                end
            end
            stop: begin
              DPDone = 1'b1;
            end
        endcase
    end
endmodule
==> impl_metrics.tcl <==
# flow metrics
set metrics [dict create \
    run_status "complete, no violations" \
    initial_utilization_pct 31.29 \
    ys.warnings.count 1 \
    cp_data_arrival_time_ns 3.45 \
    max_cap_viols 0 \
    synth-xor-area-share_pct 9.346 \
    antenna_left 0 \
    clock_slew_at_reported_path_ffs_ns 0.03 \
    ys_ff 38 \
    gpl.final_weighted_congestion 0.8606 \
    final_hold_violation_tally 0 \
    cts-hold-fix-buffers 0 \
    unclocked_regs 2 \
    finalInstanceArea_um2 2436 \
    syn-instance-count 200 \
    powerDensity_nw_per_um2 262.0 \
    worst_pin_slew_ns 0.7217 \
    max-slew-margin-rel_pct 51.89 \
    grt_start_max_net_pins 17 \
    path_max_fanout 2 \
    synth.area.top_cells "sky130_fd_sc_hd__edfxtp_1 27%, sky130_fd_sc_hd__dfxtp_1 18%, sky130_fd_sc_hd__xnor2_1 7.0%" \
    synthesis.area_per_instance_um2 9.371 \
    cts_inserted_buffers 5 \
    gr-total-overflow 0 \
    final_core_util_pct 40.66 \
    worstSkewPairLatency_ns 0.34 \
    track_usage_pct 13.52 \
    portBuffers 36 \
    clock-root-buffer "sky130_fd_sc_hd__clkbuf_8" \
    mux_area_share_pct 1.068 \
    area_of_all_sequential_standard_cells_um2 930.9 \
    synth.cellmix.adderShare_pct 2.670 \
    power.leakage_nw 0.8101 \
    htreeDepth 2 \
    fp.coreArea_um2 5991 \
    synth.top_cells.by_count "29 x sky130_fd_sc_hd__nor2_1, 17 x sky130_fd_sc_hd__dfxtp_1, 17 x sky130_fd_sc_hd__edfxtp_1, 15 x sky130_fd_sc_hd__xnor2_1, 13 x sky130_fd_sc_hd__inv_1" \
    finalClockSkew_ns 0.06151 \
    busiest_layer "met1" \
    synth_stat.cells 200 \
    io-pin-count 37 \
    syn_to_final_growth_pct 29.97 \
    syn-cell-area_um2 1874 \
    final_tns_setup_ns 0 \
    netlist.area_leader.share_pct 27.24 \
    row_count 28 \
    initialDrtViolationCount 58 \
    post_dp_cell_area_um2 2351 \
    log.warning_count 29 \
    wl_per_cell_um 12.52 \
    nFillCells 594 \
    timing.critical_path.to_type "output port" \
    synth-async-reset-ratio_pct 5.263 \
    drv_slew 0 \
    cts_tree "built" \
    yosys-dominant-comb-family "simple AND/OR/NAND/NOR gates" \
    untimed_endpoints 4 \
    drt_first_pass_iters 4 \
    wire_length_of_the_first_global_routing_pass_um 6741 \
    num_vias 1558 \
    vdd.ir_drop.worst_mv 0.1054 \
    gr-usage-met1_pct 22.55 \
    totalWireLength_um 4018 \
    critical_path.startpoint_type "flop" \
    timing.critical_path.required_ns 3.52 \
    synth_dominant_cell_count "sky130_fd_sc_hd__nor2_1" \
    yosys_area_um2 1874 \
    drc 0 \
    layout.area.comb_um2 879.6 \
    dieArea_um2 6567 \
    per_cell_via_count_in_the_routed_design 4.854 \
    synth-simple-area-share_pct 28.10 \
    layout-drive-gt1-share_pct 7.724 \
    use_met3_pct 2.166 \
    setup_viol 0 \
    met2_usage_pct 19.50 \
    distinct_lib_cells_used 32 \
    critical_path_class "reg2out" \
    rsz0062_at_grt "false" \
    die.size.x_um 81.04 \
    synthDominantAreaCellType "sky130_fd_sc_hd__edfxtp_1" \
    synth.cellmix.compoundShare_pct 5.741 \
    synth_top_flop_cell "sky130_fd_sc_hd__edfxtp_1" \
    hpwlAfterDp_um 2913 \
    cts.path.max_buffers 2 \
    initial_antenna_violation_count 0 \
    insertedDiodeCount 0 \
    die-height_um 81.04 \
    min-delay-path-class "reg2reg" \
    edf_count 17 \
    vias_in_the_first_global_route 1375 \
]
registers in the layout (all words and copies together) (netlist names):
register and cells:
hm_address_img 16, HMS 1, vm_address_img 16, next_state 2, current_state 2, VMS 1
path summary, 6_finish.rpt:
check	startpoint	to	slack, ns	cells after the start
worst max-delay path	VMS$_DFFE_NN_	VME	0.07	3
worst min-delay path	HMS$_SDFFE_NP1P_	HMS$_SDFFE_NP1P_	0.49	2
worst max register to register	VMS$_DFFE_NN_	vm_address_img[15]$_SDFFE_PP0P_	0.09	5
worst min register to register	HMS$_SDFFE_NP1P_	HMS$_SDFFE_NP1P_	0.49	2
max in group asynchronous	reset	current_state[2]$_DFF_PP0_	3.45	2
min in group asynchronous	reset	current_state[0]$_DFF_PP0_	0.84	2
routing by layer:
| metal | wire length, µm | part of all wire [%] |
|---|---|---|
| met5 | 0 | 0 |
| met4 | 70 | 1.7 |
| met3 | 108 | 2.7 |
| met2 | 1750 | 44 |
| met1 | 2089 | 52 |
critical path, stage by stage, from the launching register on:
cell and delay (ns):
sky130_fd_sc_hd__edfxtp_1 0.37, sky130_fd_sc_hd__or3b_4 0.39, sky130_fd_sc_hd__inv_2 0.06, sky130_fd_sc_hd__buf_2 0.08
power breakdown:
group	leakage [nW]	switching [mW]	internal (mW)	total [mW]
Sequential	0.367	0.0119	0.358	0.369
Combinational	0.397	0.0132	0.0200	0.0332
Clock	0.0469	0.125	0.111	0.236
Total	0.810	0.150	0.488	0.638
through the flow:
step	power, mW	hold WS (ns)	cells	setup slack [ns]
final	0.6382	0.4940	321	0.07315
after global routing	0.6688	0.5506	321	0.009888
after detailed placement	0.4144	0.4875	312	0.03425
after CTS	0.6474	0.4922	321	0.03447
after floorplan	0.3915	0.4406	200	0.2515
after global placement	0.4147	0.4748	312	0.04006
layout by cell type (no fill, tap or decap):
master,n
sky130_fd_sc_hd__clkdlybuf4s50_1,35
sky130_fd_sc_hd__nor2_1,29
sky130_fd_sc_hd__dfxtp_1,17
sky130_fd_sc_hd__edfxtp_1,17
sky130_fd_sc_hd__xnor2_1,15
sky130_fd_sc_hd__inv_1,13
sky130_fd_sc_hd__nand2_1,11
sky130_fd_sc_hd__nand4_1,10
sky130_fd_sc_hd__nor4_1,9
sky130_fd_sc_hd__nor3_1,9
sky130_fd_sc_hd__or3_1,9
sky130_fd_sc_hd__a21oi_1,8
sky130_fd_sc_hd__nand3_1,8
sky130_fd_sc_hd__o21ai_0,7
sky130_fd_sc_hd__xor2_1,5
sky130_fd_sc_hd__clkbuf_8,5
sky130_fd_sc_hd__buf_4,5
sky130_fd_sc_hd__ha_1,4
sky130_fd_sc_hd__and2_1,3
sky130_fd_sc_hd__nor4b_1,2
sky130_fd_sc_hd__or2_2,2
sky130_fd_sc_hd__mux2i_1,2
sky130_fd_sc_hd__a31oi_1,2
sky130_fd_sc_hd__a41o_1,2
sky130_fd_sc_hd__clkinvlp_2,2
sky130_fd_sc_hd__dfrtp_1,2
sky130_fd_sc_hd__dlxtn_1,2
sky130_fd_sc_hd__nor3b_1,1
sky130_fd_sc_hd__or3b_4,1
sky130_fd_sc_hd__inv_2,1
sky130_fd_sc_hd__nor2b_1,1
sky130_fd_sc_hd__and2b_1,1
sky130_fd_sc_hd__nand4bb_1,1
sky130_fd_sc_hd__and3_1,1
sky130_fd_sc_hd__or4_4,1
sky130_fd_sc_hd__nand2b_1,1
sky130_fd_sc_hd__clkinvlp_4,1
sky130_fd_sc_hd__buf_2,1
what timing repair did:
item | in CTS | in global routing
endpoints found under the setup margin | 1 | 2
buffers inserted | 0 | 0
pin swaps | 1 | 1
endpoints found under the hold margin | 0 | 0
resized | 4 | 0
kinds of logic (layout without fill, tap and decap cells):
kind of cell / Yosys count / in the layout
latches: 2 / 2
AND-OR/OR-AND: 19 / 19
AND/OR/NAND/NOR: 100 / 100
multiplexers: 2 / 2
XOR/XNOR: 20 / 20
buffers and inverters: 17 / 63
adder cells (fa/ha/maj): 4 / 4
flip-flops: 36 / 36
final cells by class:
cell class	instances	area share [%]
Clock buffer	5	2.825
Clock inverter	5	1.027
Inverter	12	1.849
Multi-Input combinational cell	145	36.11
Sequential cell	38	38.21
Tap cell	75	3.852
Timing Repair Buffer	41	16.13
Power figures rest on the tool's default switching activity, not on a simulated workload.
